===== flow/config.mk =====
export PLATFORM = sky130hd
export DESIGN_NAME = VGAanimatedObject
export DESIGN_NICKNAME = VGAanimatedObject
export VERILOG_FILES = /design/flow/design.v
export SDC_FILE = /design/flow/constraint.sdc
export NUM_CORES = 4
export LEC_CHECK = 1
export CORE_UTILIZATION = 30

===== flow/constraint.sdc =====
current_design VGAanimatedObject

set clk_period 6.0
set clk_io_pct 0.2

create_clock -name clk0 -period $clk_period [get_ports {clk}]

set non_clock_inputs [all_inputs -no_clocks]
set_input_delay [expr $clk_period * $clk_io_pct] -clock clk0 $non_clock_inputs
set_output_delay [expr $clk_period * $clk_io_pct] -clock clk0 [all_outputs]

===== flow/design.v =====
module VGAanimatedObject(clk, rst, switch, push, hsync, vsync, rgb);
input clk, rst;
input switch;
input [3:0] push;
output hsync, vsync;
output [2:0] rgb;
wire video_on;
wire [9:0] pixel_x, pixel_y;
vgaSync vgaSync(.clk(clk), .rst(rst), .hsync(hsync), .vsync(vsync), .video_on(video_on), .p_tick(), .pixel_x(pixel_x), .pixel_y(pixel_y));
pixelGeneration pixelGeneration(.clk(clk), .rst(rst), .push(push), .switch(switch), .pixel_x(pixel_x), .pixel_y(pixel_y), .video_on(video_on), .rgb(rgb));
endmodule
`timescale 1ns / 1ps
module pixelGeneration(
    input clk, 
    input rst, 
    input switch, 
    input [9:0] pixel_x, 
    input [9:0] pixel_y, 
    input video_on, 
    input [3:0] push, 
    output reg [2:0] rgb
);
    reg [9:0] square_x_start = 320;
    reg [9:0] square_y_start = 220;
    reg [9:0] square_x_end = 360;
    reg [9:0] square_y_end = 260;
    reg [23:0] speed_counter;
    wire speed_tick;
    wire [23:0] speed_limit = switch ? 24'd4000000 : 24'd8000000;
    always @(posedge clk or posedge rst) begin
        if (rst)
            speed_counter <= 0;
        else if (speed_counter >= speed_limit)
            speed_counter <= 0;
        else
            speed_counter <= speed_counter + 1;
    end
    assign speed_tick = (speed_counter == 0);
    always @(posedge clk or posedge rst) begin
        if (rst) begin
            square_x_start <= 320;
            square_y_start <= 220;
            square_x_end <= 360;
            square_y_end <= 260;
        end else if (speed_tick) begin
            if (push[0] && square_y_start > 0) begin  
                square_y_start <= square_y_start + 1;
                square_y_end <= square_y_end + 1;
            end
            if (push[3] && square_y_end < 479) begin  
                square_y_start <= square_y_start - 1;
                square_y_end <= square_y_end - 1;
            end
            if (push[2] && square_x_start > 0) begin  
                square_x_start <= square_x_start - 1;
                square_x_end <= square_x_end - 1;
            end
            if (push[1] && square_x_end < 639) begin  
                square_x_start <= square_x_start + 1;
                square_x_end <= square_x_end + 1;
            end
        end
    end
    wire square_on = (pixel_x >= square_x_start && pixel_x < square_x_end) &&
                     (pixel_y >= square_y_start && pixel_y < square_y_end);
    always @(*) begin
        rgb = 3'b000;  
        if (video_on) begin
            if (square_on)
                rgb = 3'b010;  
            else
                rgb = 3'b001;  
        end
    end
endmodule
module vgaSync(clk, rst, hsync, vsync, video_on, p_tick, pixel_x, pixel_y);
input clk, rst;
output hsync, vsync, video_on, p_tick;
output [9:0] pixel_x, pixel_y;
parameter HD = 640;  
parameter HF = 48;  
parameter HB = 16;  
parameter HR = 96;  
parameter VD = 480;  
parameter VF = 10;  
parameter VB = 33;  
parameter VR = 2;  
reg [1:0] mod4;
wire [1:0] mod4Next;
reg [9:0] h_count, h_countNext;
reg [9:0] v_count, v_countNext;
reg v_sync, h_sync;
wire v_syncNext, h_syncNext;
wire h_end, v_end, pixel_tick;
always @(posedge clk) begin
		mod4 <= mod4Next;
		v_count <= v_countNext;
		h_count <= h_countNext;
		v_sync <= v_syncNext;
		h_sync <= h_syncNext;
end
assign mod4Next = rst ? 0 : mod4+1;
assign pixel_tick = (mod4 == 0);
assign h_end = (h_count == (HD+HF+HB+HR-1));
assign v_end = (v_count == (VD+VF+VB+VR-1));
always @(*) begin
	h_countNext = h_count;
	if(rst)
		h_countNext = 0;
	else if(pixel_tick)  
		if(h_end)
			h_countNext = 0;
		else
			h_countNext = h_count + 1;
end
always @(*) begin
	v_countNext = v_count;
	if(rst)
		v_countNext = 0;
	else if(pixel_tick & h_end)
		if(v_end)
			v_countNext = 0;
		else
			v_countNext = v_count + 1;
end
assign h_syncNext = rst ? 0 : (h_count >= (HD+HB) && h_count <= (HD+HB+HR-1));
assign v_syncNext = rst ? 0 : (v_count >= (VD+VB) && v_count <= (VD+VB+VR-1));
assign video_on = (h_count < HD) && (v_count < VD);
assign hsync = h_sync;
assign vsync = v_sync;
assign p_tick = (mod4 == 0);
assign pixel_x = h_count;
assign pixel_y = v_count;
endmodule

===== flow/run.sh =====
#!/bin/bash
# OpenROAD 26Q1-2900-gdf79404cd8, Yosys 0.63+post, stock flow scripts
make -C /OpenROAD-flow-scripts/flow DESIGN_CONFIG=/design/flow/config.mk WORK_HOME=/design/flow/orfs finish

==> out/metrics.csv <==
stage;metric;value;unit
global_route;grt-busiest-layer;met2;
routing;drc_errors;0;
routing;ant_nets;0;
pwr;cellLeakagePower;3.28;nW
job;warnings;31;
yosys;ys_cells;716;
final_timing;fin_tns_setup;0;ns
placement;port_buffers;10;
clock_network;ctsResizeCount;0;
global_route;antenna_found_initial;0;
final_timing;max_freq;237;MHz
final_timing;drv_slew;0;
yosys;synth_warnings;2;
yosys;edf_count;0;
yosys;ys_types;60;
final_timing;worst_clock_skew;0.00963;ns
routing;vias_per_cell;4.74;
finish;drive_above_1_share;0.0613;
global_route;grt_use_met1;0.194;
pwr;p_clk_frac;0.183;
global_route;gr-usage-met2;0.204;
clock_network;cts-root-buf;clkbuf_16;
worst_setup_path;worstSetupEndpointType;output port;
clock_network;clk_latency;0.34;ns
job;cap_viol_max_count;0;
yosys;synthesis.area;0.00642;mm^2
clock_network;cts_sinks;88;
yosys;yosys-top-cells-area;dfrtp_1, ha_1, dfxtp_1;
floorplan;initCoreUtil;0.306;
yosys;flop_cell;dfrtp_1;
worst_setup_path;path_class;reg -> out;
worst_hold_path;hold_path.class;reg -> reg;
worst_setup_path;cp_cell_sequence;inv_1 -> ha_1 -> a211o_1 -> a21oi_1 -> o21ai_0 -> a221oi_1 -> a211oi_1 -> a31oi_1 -> clkdlybuf4s50_1;
worst_setup_path;crit_buf_inv;2;
worst_setup_path;critPathLaunchType;register;
worst_setup_path;cp_top_family;AND-OR/OR-AND gates;
floorplan;die-area;0.0220;mm^2
global_route;overflow;0;
routing;wl_per_cell;12.8;um
clock_network;clk_pin_slew;0.06;ns
global_route;grt_pass1_wl;22500;um
final_timing;period_minus_slack;4.23;ns
yosys;ys_seq_frac;0.327;
final_timing;worstMarginPinSlew;0.707;ns
pwr;internal_power;0.00186;W
final_timing;timing.final.crit_share;0.704;
routing;insertedDiodeCount;0;
finish;final_util;0.340;
final_timing;finalHoldViolCount;0;
floorplan;io_pins;12;
status;status;complete, no violations;
pwr;power_switching_share;0.417;
floorplan;fp.dieH;148;um
worst_setup_path;crit_slowest_cell;dfstp_2;
final_timing;setup_viol;0;
global_route;gr-usage-all-layers;0.128;
final_timing;rsz0062_at_grt;no;
pwr;p_comb_frac;0.524;
clock_network;cts_tree;built;
routing;drt_iter0_markers;208;
floorplan;die-width;148;um
routing;drt_wl_total;12900;um
clock_network;ctsHoldBuffers;0;
placement;place.detailed.hpwl;9640;um
finish;syn2layout_area_growth;11.1;%
yosys;syn_avg_cell_area;8.97;um^2
worst_setup_path;worstPathMaxFanout;3;
final_timing;relSlewSlack;0.517;
worst_setup_path;cp_slowest_stage_delay;0.55;ns
global_route;grt_max_degree;45;
floorplan;core.rowCount;53;
yosys;yosysTopAreaCell;dfrtp_1;
pwr;power_switching;0.00133;W
placement;place_congestion;0.835;
yosys;synth-seq-cells;88;
pwr;pwr-share-seq;0.292;
yosys;top_cell_area_share;0.199;
global_route;grt_pass1_vias;4532;
yosys;synthCells;716;
clock_network;htreeDepth;3;
clock_network;cts_made_buffers;9;
routing;drtPass1Iterations;6;
yosys;synthArstFlopShare;0.727;
floorplan;core;0.0210;mm^2
worst_setup_path;worstPathRequired;4.80;ns
pwr;vdd_drop_max;157;uV
global_route;groute.layer.met3.usage;0.0150;
pwr;cellPowerDensity;448;mW/mm^2
routing;vias;4782;
yosys;ys_area;0.00642;mm^2
clock_network;cts_setup_buffers;0;
clock_network;clockBufferDepth;2;
worst_setup_path;cp.arrival;3.03;ns
[final timing paths]
check                                                               from                                          end  slack, ns  cells after the start
min in group asynchronous                                            rst  pixelGeneration.square_y_end[5]$_DFFE_PP0P_       1.55                      2
hold / removal                                vgaSync.mod4[0]$_SDFF_PP0_                   vgaSync.mod4[0]$_SDFF_PP0_       0.41                      1
hold reg to reg                               vgaSync.mod4[0]$_SDFF_PP0_                   vgaSync.mod4[0]$_SDFF_PP0_       0.41                      1
setup / recovery           pixelGeneration.square_y_start[7]$_DFFE_PP1P_                                       rgb[0]       1.77                      9
setup reg to reg             pixelGeneration.square_y_end[2]$_DFFE_PP1P_  pixelGeneration.square_y_end[9]$_DFFE_PP0P_       2.37                     11
max in group asynchronous                                            rst  pixelGeneration.speed_counter[13]$_DFF_PP0_       3.49                      3
[layer usage]
layer / vias to the layer above / routed length [um]
li1: 2541 / -
met1: 2194 / 6600
met2: 33 / 5840
met3: 14 / 290
met4: 0 / 225
met5: - / 0
[cell type report]
cell class | count | area (um^2)
multi-input cells | 545 | 3990
well taps | 275 | 344
flip-flops and latches | 88 | 2100
clock inverters | 4 | 51.3
inverters | 70 | 263
fillers | 2091 | 13900
clock buffers | 12 | 256
repair buffers | 15 | 138
[cell usage in the layout (no fill, tap or decap), types with 2 or more instances in the layout]
master            n
nand2b_1          2
a211o_1           3
nor4_1           10
fa_1              4
ha_1             87
a221oi_1          2
mux2i_1          14
dfrtp_1          51
a31oi_1           3
o21bai_1          3
a21o_1           13
a41oi_1           3
or3_1             3
o41ai_1           5
nand3b_1          2
xor2_1           36
a2111oi_0         2
buf_4             5
clkbuf_8          2
o21a_1            6
a21oi_1          28
o21ai_0          46
inv_1            69
nand2_1          54
clkbuf_16         9
dfstp_2          13
o211ai_1         11
nor3_1            7
a211oi_1          8
dfxtp_1          24
nand3_1          28
nor2_1           75
and3_1           10
xnor2_1          35
nand4_1          10
and4_1            4
clkdlybuf4s50_1  10
nor2b_1           8
[flip-flops by register name (all words and copies together) (netlist names)]
| name | cells |
|---|---|
| pixelGeneration.speed_counter | 24 |
| pixelGeneration.square_x_end | 10 |
| pixelGeneration.square_x_start | 10 |
| pixelGeneration.square_y_end | 10 |
| pixelGeneration.square_y_start | 10 |
| vgaSync.h_count | 10 |
| vgaSync.h_sync | 1 |
| vgaSync.mod4 | 2 |
| vgaSync.v_count | 10 |
| vgaSync.v_sync | 1 |
[power by group through the flow]
stage                 Sequential (W)  Clock (W)  Combinational (W)
final                       0.000935   0.000586            0.00168
after global routing        0.000964   0.000629            0.00192
after CTS                   0.000938   0.000606            0.00168
[Yosys cell counts, types with 2 or more instances]
cell type  count
ha_1          87
nor2_1        75
inv_1         70
nand2_1       54
dfrtp_1       51
o21ai_0       46
xor2_1        36
xnor2_1       35
a21oi_1       28
nand3_1       28
dfxtp_1       24
mux2i_1       14
a21o_1        13
dfstp_2       13
o211ai_1      11
and3_1        10
nand4_1       10
nor4_1        10
a211oi_1       8
nor2b_1        8
nor3_1         7
o21a_1         6
clkbuf_1       5
o41ai_1        5
and4_1         4
buf_4          4
fa_1           4
a211o_1        3
a31oi_1        3
a41oi_1        3
o21bai_1       3
or3_1          3
a2111oi_0      2
a21boi_1       2
a221oi_1       2
buf_2          2
buf_6          2
nand2b_1       2
nand3b_1       2
[worst register-to-register path: stages (launching register included)]
cell and delay (ns):
dfstp_2 0.54, and3_1 0.17, a31oi_1 0.11, o21ai_0 0.47
inv_1 0.50, ha_1 0.49, a2111oi_0 0.40, o211ai_1 0.22
a41oi_1 0.29, a21oi_1 0.07, a21oi_1 0.18, o21a_1 0.13
[kinds of logic (layout without fill, tap and decap cells)]
group | after synthesis | after routing | synth area share
AND/OR/NAND/NOR | 224 | 224 | 0.171
AND-OR/OR-AND | 144 | 144 | 0.148
adder cells (fa/ha/maj) | 91 | 91 | 0.182
flip-flops | 88 | 88 | 0.327
buffers and inverters | 83 | 101 | 0.0536
XOR/XNOR | 71 | 71 | 0.0968
multiplexers | 14 | 14 | 0.0218
other | 1 | 1 | 0.000584
[through the flow]
| stage | hold slack (ns) | cells | power (W) | worst slack, ns | cell area (um^2) |
|---|---|---|---|---|---|
| after CTS | 0.419 | 1009 | 0.00323 | 1.70 | 7140 |
| final | 0.414 | 1009 | 0.00320 | 1.77 | 7140 |
| after detailed placement | 0.411 | 993 | 0.00262 | 1.67 | 6830 |
| after floorplan | 0.393 | 716 | 0.00230 | 2.32 | 6420 |
| after global routing | 0.428 | 1009 | 0.00352 | 1.60 | 7140 |
| after global placement | 0.401 | 993 | 0.00261 | 1.73 | 6830 |
Power is estimated from default activity; no workload was simulated.
