### flow/design.v
module seq_hw (clk, reset, I1, I2, I3, O);
 input clk, reset;
 input [7:0] I1, I2, I3;
 output reg [15:0] O;
 reg [15:0] adder1_input1, adder1_input2, adder1_output;
 reg [15:0] adder2_input1, adder2_input2, adder2_output;
 reg [15:0] adder3_input1, adder3_input2, adder3_output;
 reg [15:0] adder4_output, adder5_output;
 reg [15:0] register;
 reg [1:0] counter;
 always @ (posedge clk or posedge reset)
 begin
 if (reset)
 register <= 0;
 else if (counter == 3)
 register <= 0;
 else
 register <= adder5_output;
 end
 always @ (posedge clk or posedge reset)
 begin
 if (reset)
 counter <= 0;
 else
 counter <= counter + 1;
 end
 always @ *
 begin
 case (counter)
 0:
 begin
 adder1_input1 = 0;
 adder1_input2 = 0;
 adder2_input1 = 0;
 adder2_input2 = 0;
 adder3_input1 = 0;
 adder3_input2 = 0;
 end
 1:
 begin
 adder1_input1 = I1 << 2;
 adder1_input2 = I2 << 2;
 adder2_input1 = I2 << 1;
 adder2_input2 = I3 << 2;
 adder3_input1 = I3 << 1;
 adder3_input2 = I3;
 end
 2:
 begin
 adder1_input1 = I1 << 3;
 adder1_input2 = I1;
 adder2_input1 = I2 << 2;
 adder2_input2 = I3 << 1;
 adder3_input1 = register;
 adder3_input2 = 0;
 end
 3:
 begin
 adder1_input1 = I1 << 3;
 adder1_input2 = I1 << 1;
 adder2_input1 = I2 << 3;
 adder2_input2 = I3 << 2;
 adder3_input1 = register;
 adder3_input2 = 0;
 end
 endcase
 end
 always @ *
 begin
 adder1_output = adder1_input1 + adder1_input2;
 adder2_output = adder2_input1 + adder2_input2;
 adder3_output = adder3_input1 + adder3_input2;
 adder4_output = adder1_output + adder2_output;
 adder5_output = adder3_output + adder4_output;
 if (counter == 3)
 O = adder5_output;
 else
 O = 0;
 end
endmodule
### flow/constraint.sdc
current_design seq_hw

set clk_period 10.1
set clk_io_pct 0.2

create_clock -name clk0 -period $clk_period [get_ports {clk}]

set non_clock_inputs [all_inputs -no_clocks]
set_input_delay [expr $clk_period * $clk_io_pct] -clock clk0 $non_clock_inputs
set_output_delay [expr $clk_period * $clk_io_pct] -clock clk0 [all_outputs]
### flow/config.mk
export PLATFORM = sky130hd
export DESIGN_NAME = seq_hw
export DESIGN_NICKNAME = seq_hw
export VERILOG_FILES = /design/flow/design.v
export SDC_FILE = /design/flow/constraint.sdc
export NUM_CORES = 4
export LEC_CHECK = 1
export CORE_UTILIZATION = 50
### flow/run.sh
#!/bin/bash
# OpenROAD 26Q1-2900-gdf79404cd8, Yosys 0.63+post, stock flow scripts
make -C /OpenROAD-flow-scripts/flow DESIGN_CONFIG=/design/flow/config.mk WORK_HOME=/design/flow/orfs finish
==> Changelog: implementation <==
## Flow update

- Run status: complete, no violations
- Worst EP required: 8.08 ns
- Via density: 5.71
- DR vias: 2579
- Resize count post-CTS: 0
- Post-DRT Antenna Nets: 0
- CP cell instances: clkdlybuf4s50_1 > a222oi_1 > nor2_1 > fa_1 > fa_1 > inv_1 > fa_1 > inv_1 > ha_1 > inv_1 > fa_1 > nand2b_1 > a21oi_1 > o211a_1 > o221ai_1 > a221o_1 > clkdlybuf4s50_1
- Top logic cells by instance count in the layout: inv_1, nor2_1, clkdlybuf4s50_1
- Yosys Chip Area: 0.00300 mm^2
- WP data arrival: 6.81 ns
- Vias in the first global route: 2539
- Total Routed Length: 7430 um
- Util after Layout: 61.6%
- Total GRT Usage: 27.4%
- DRC Markers: 0
- Sum Neg Setup Slack: 0 ns
- Mapped Cells: 351
- Slowest CP cell: fa_1
- CP startpoint kind: primary input
- Worst-case clock buffer depth: 2
- Worst-path clk slew: 0.08 ns
- Tmin final: 8.83 ns
- Setup violations, final: 0
- Core area: 0.00564 mm^2
- Fin. Hold Viols: 0
- WL/cell: 16.4 um
- Post-synth regs: 18
- CTS tree: done
- Gate Area: 0.00222 mm^2
- Top-level I/O count: 42
- Die width: 79.4 um
- Diodes inserted: 0
- Area grow syn2layout: 16.0%
- Layout cells sized above 1: 3.16%
- Remaining Overflow, GRT: 0
- Post-synthesis async set-or-reset flop share: 100%
- Die Y: 79.4 um
- Post-synthesis cell area: 0.00300 mm^2
- Reported max-cap violation count: 0
- CP most frequent cell: fa_1
- Ys cells: 351
- Post-synth EDFFs: 0
- Post-CTS Setup Bufs: 0
- Commonest non-fill, non-tap cell in the layout: inv_1
- First-pass detailed-route iteration total: 6
- Lkg Pwr: 1.60 nW
- Clock latency on the worst-skew pair: 0.26 ns
- Yosys cell types: 42
- Detailed Route Iter0 Violations: 267
- Core utilization before placement: 53.1%
- CTS root buffer: clkbuf_8
- Chip area: 0.00630 mm^2
- Pre-CTS setup slack: 1.29 ns
- Post-DP HPWL: 5560 um
- CTS sink count: 18
- RSZ-0062 raised after global routing: no
- Most common reg cell: dfrtp_1
- Initial antenna violation count: 0
- Cycle use final: 87.4%
- Log Warnings: 30
- CP max stage delay: 0.54 ns
- CP endpoint kind: output pin
- Slew @ Worst Pin: 0.649 ns
- Relative slew margins: 56.7%
- CTS Hold Bufs: 0
- Hold Crit Class: reg2reg
- Num rows: 27
- Total power: 0.000141 W
- Post-synth seq share: 15.0%
- Achievable Freq: 113 MHz
- Slew Limit Fails: 0
- VDD IR max: 49.5 uV
- Pwr per Cell Area: 40.7 mW/mm^2
- Num CTS Buffers: 3
- FF+latch area: 450 um^2
- Crit-path max FO: 6
- Number of fill cells: 536
- H-tree levels: 1
- Placer Congestion: 0.859
- Post-route setup slack: 1.27 ns
- PortBufs: 41
- Syn Area/Cell: 8.53 um^2
- Worst Clk Skew: 0.00637 ns
- First-pass GRT wire length: 12500 um
- Synthesis Warnings: 1
- Largest net degree at the start of global routing: 39
- Crit path kind: in2out
==> worst paths after layout <==
kind | cells after the start | from | slack, ns | endpoint
setup / recovery | 17 | I1[2] | 1.27 | O[15]
hold / removal | 2 | counter[1] | 0.65 | counter[1]
setup reg to reg | 18 | counter[0] | 4.46 | register[15]
hold reg to reg | 2 | counter[1] | 0.65 | counter[1]
max in group asynchronous | 3 | reset | 7.78 | register[4]
min in group asynchronous | 3 | reset | 2.10 | register[0]
==> metal layers <==
metal	global-route usage, %	wire [um]	share of wire, %
met3	8.70	645	8.7
met2	37.2	3080	41
met1	46.5	3630	49
met4	3.09	74	1.0
met5	0	0	0
==> critical path, delay by kind of cell <==
kind | cells | cell delay [ns]
compound gates | 5 | 1.33
buf+inv | 5 | 1.07
simple gates | 2 | 0.28
fa+ha+maj | 5 | 2.10
==> sequential cells by signal (all words and copies together), names as in the netlist <==
register	count
counter	2
register	16
==> where the power goes <==
part	total (W)	switching (W)	internal [W]	leakage (nW)
Clock	0.0000526	0.0000260	0.0000265	0.0216
Sequential	0.0000720	0	0.0000720	0.252
Combinational	0.0000167	0.00000763	0.00000909	1.33
Total	0.000141	0.0000336	0.000108	1.60
==> layout make-up <==
class / count / area share [%]
multi-input cells: 255 / 63.9
repair buffers: 48 / 13.3
flip-flops and latches: 18 / 13.0
inverters: 56 / 6.05
well taps: 72 / 2.59
clock buffers: 3 / 1.19
==> Yosys cell counts, types with 4 or more instances <==
library cell | number | area (um^2)
dfrtp_1 | 18 | 450
a22oi_1 | 11 | 82.6
o211ai_1 | 4 | 30.0
ha_1 | 23 | 288
a22o_1 | 15 | 131
nand2_1 | 15 | 56.3
nand3b_1 | 4 | 30.0
a222oi_1 | 11 | 110
xor2_1 | 7 | 61.3
a21oi_1 | 9 | 45.0
nor2_1 | 52 | 195
nor3_1 | 7 | 35.0
a211oi_1 | 4 | 30.0
fa_1 | 36 | 721
and2_1 | 17 | 106
inv_1 | 56 | 210
buf_6 | 4 | 45.0
clkbuf_1 | 16 | 60.1
==> metrics by stage <==
stage | hold WS [ns] | area (um^2) | std cells
floorplan | 0.606 | 3000 | 351
global placement | 0.631 | 3430 | 449
detailed placement | 0.641 | 3430 | 449
CTS | 0.660 | 3480 | 452
global route | 0.708 | 3480 | 452
finish | 0.653 | 3480 | 452
==> cells by family after synthesis <==
kind of cell | count (synthesis) | share of synthesized area [%]
and+or+nand+nor | 117 | 19.5
buffers and inverters | 78 | 10.8
AOI/OAI and AO/OA | 71 | 18.7
adders and majority gates | 59 | 33.7
DFF | 18 | 15.0
xor gates and xnor gates | 8 | 2.34
Power is estimated from default activity; no workload was simulated.
