`./design.v`:
```
module debounce(in,clk,out,rst);
input in,clk,rst;
output reg out;
parameter CNTSIZE = 23;
reg infirstNext, infirst;
reg state, stateNext;
reg [CNTSIZE:0] cnt, cntNext;
always@(posedge clk) begin
	if (rst) begin
		state   <= 0;
		cnt     <= 0;
		infirst <= 0;
	end else begin
		cnt     <= cntNext;
		state   <= stateNext;
		infirst <= infirstNext;
	end
end
always@(*)begin
	cntNext = cnt;
	stateNext = state;
	infirstNext = infirst;
	case(state)
		0: begin
				if(in)begin
					stateNext = 1;
					infirstNext = in;
					cntNext = cnt + 1;
				end
			end
		1: begin
			if(cnt == 0)
				stateNext = 0;
			else
				cntNext = cnt + 1;
		end
	endcase
end
always@(*)begin
	if(cnt == 1)
		out = infirst;
	else
		out = 0;
end
endmodule
module LEDDriver (
    input clk,
    input rst,
    input start,
    input [15:0] dataRd,         
    output reg [3:0] addrRd,     
    output reg [15:0] outPattern 
);
    reg [3:0] addrreadcounter;          
    reg flag;                 
    reg [31:0] clkDivider;      
    reg slowClk;                 
    parameter MAX_COUNT = 12_000_000; 
    always @(posedge clk or posedge rst) begin
        if (rst) begin
            clkDivider <= 32'b0;
            slowClk <= 1'b0;
        end else if (clkDivider == MAX_COUNT - 1) begin
            clkDivider <= 32'b0;
            slowClk <= ~slowClk; 
        end else begin
            clkDivider <= clkDivider + 1;
        end
    end
    always @(posedge slowClk or posedge rst) begin
        if (rst) begin
            addrreadcounter <= 0;
            addrRd <= 0;
            outPattern <= 0; 
            flag <= 0;
        end else if (start) begin
            flag <= 1;      
        end else if (flag) begin
            outPattern <= dataRd; 
            addrRd <= addrreadcounter;
            addrreadcounter <= addrreadcounter + 1;           
        end
    end
endmodule
module mem1R1W(
		clk,
		addrRd,
		dataRd,
		addrWr,
		dataWr,
		wrEn
);
input clk;
input [3:0] addrRd;
output reg [15:0] dataRd;
input [3:0] addrWr;
input [15:0] dataWr;
input wrEn;
reg [15:0] array [0:15];
always@(posedge clk) begin
	dataRd <= array[addrRd];
	if(wrEn)
		array[addrWr] <= dataWr;
end
endmodule
module progLEDDriver(
	clk,
	rst,
	switch,
	enter,
	start,
	outPattern
);
input clk, rst;
input [15:0] switch;
input enter, start;
output [15:0] outPattern;
wire enterDB, wrEn;
wire [3:0] addrWr,  addrRd;
wire [15:0] dataWr, dataRd;
debounce debounce_1 (.in(enter), .clk(clk), .out(enterDB), .rst(rst));
progLogic progLogic_1(.clk(clk), .rst(rst), .switch(switch), .enter(enterDB), .addrWr(addrWr), .dataWr(dataWr), .wrEn(wrEn));
mem1R1W mem1R1W_1(.clk(clk), .addrRd(addrRd), .dataRd(dataRd), .addrWr(addrWr), .dataWr(dataWr), .wrEn(wrEn));
LEDDriver LEDDriver_1(.clk(clk), .rst(rst), .start(start), .addrRd(addrRd), .dataRd(dataRd), .outPattern(outPattern));
endmodule
`timescale 1ns / 1ps
module progLogic (
    input clk,
    input rst,
    input [15:0] switch, 
    input enter,         
    output reg [15:0] dataWr, 
    output reg [3:0] addrWr,  
    output reg wrEn           
);
    reg [3:0] addrwritecounter; 
    always @(posedge clk or posedge rst) begin
        if (rst) begin
            addrwritecounter <= 0;  
            dataWr <= 0;    
            addrWr <= 0;     
            wrEn <= 0;       
        end else if (enter) begin
            dataWr <= switch;   
            addrWr <= addrwritecounter; 
            wrEn <= 1;      
            addrwritecounter <= addrwritecounter + 1;      
        end
    end
endmodule
```
`./run.sh`:
```
#!/bin/bash
# OpenROAD 26Q1-2900-gdf79404cd8, Yosys 0.63+post, stock flow scripts
make -C /OpenROAD-flow-scripts/flow DESIGN_CONFIG=/design/flow/config.mk WORK_HOME=/design/flow/orfs finish
```
`./config.mk`:
```
export PLATFORM = sky130hd
export DESIGN_NAME = progLEDDriver
export DESIGN_NICKNAME = progLEDDriver
export VERILOG_FILES = /design/flow/design.v
export SDC_FILE = /design/flow/constraint.sdc
export NUM_CORES = 4
export LEC_CHECK = 1
export CORE_UTILIZATION = 50
```
`./constraint.sdc`:
```
current_design progLEDDriver

set clk_period 4.0
set clk_io_pct 0.2

create_clock -name clk0 -period $clk_period [get_ports {clk}]

set non_clock_inputs [all_inputs -no_clocks]
set_input_delay [expr $clk_period * $clk_io_pct] -clock clk0 $non_clock_inputs
set_output_delay [expr $clk_period * $clk_io_pct] -clock clk0 [all_outputs]
```
==> run summary <==
impl run done, here's what came out: setup slack after layout=1.69 ns, sequential power share=0.571, switching pwr=0.00232 W, top post-synthesis cells by area=edfxtp_1 52%, dfrtp_1 14%, mux4_2 12%, clk slew on worst S/H paths=0.06 ns, final hold violation count=0, final non-filler cell area=0.0168 mm², Hold Crit Class=flip-flop to flip-flop, Post-Place Worst Slack=1.47 ns, vias in the first global route=7962, Hold Buf Count CTS=0, # resized after CTS=0, clock group share of total power=0.336, DRT iter0 DRCs=369, core area=0.0289 mm², Clock Latency Late Sink=0.51 ns, Yosys top cell area share=0.521, Yosys reg bits=381, Via-to-Cell Ratio=5.71, number of unconstrained endpoints=41, register pins left without a clock=25, Cells after Synth=822, Max Clock Skew=0.00729 ns, Worst Hold Slack=0.470 ns, CTS root buf=clkbuf_16, crit-path max cell delay=0.78 ns, Comb area=0.00398 mm², startpoint types=flip-flop, RSZ-0062 raised after global routing=no, max_cap viols=0, sw frac=0.243, via count=7427, final non-filler cell total=1301, internal power=0.00725 W, number of remaining DRC errors=0, Synth Flop Type=edfxtp_1, CP top delay family=simple AND/OR/NAND/NOR gates, die area=0.0302 mm², Worst setup EP type=flip-flop, grt total ovfl=0, Tmin final=2.31 ns, Final setup viols=0, RePlAce Congestion=0.854, Syn. warnings=4, placed inst area=0.0157 mm², Combinational Power Share=0.093, num rows=62, number of fill cells in the layout=2071, PortBufs=35, H-tree levels=2, critical path class=flip-flop to flip-flop, dpl cells=1236, PwrDens=570 mW/mm², routed wire length=27900 µm, DPL Wire Length=16300 µm, maximum VDD drop=0.473 mV, wire per inst=21.4 µm, Worst slew margin=0.334, Overall Global Routing Usage=0.214, largest net degree at the start of global routing=62, Synth top cell by count=edfxtp_1, Top Ports=36, Synth area leader=edfxtp_1, Worst Max-Slew Pin Slew=0.995 ns, Worst EP required=4.34 ns, synthesized area per cell=17.9 µm², wire length of the first global-routing pass=44000 µm, area delta synth->final=13.9%, CP max-delay cell=nor2_1, die width=174 µm, CTS tree=built, Syn Std Cell Area=0.0148 mm², layout cells sized above 1=0.232, highest net fanout along the worst path=12, DRT Pass-1 Iters=4, storage element area=0.0106 mm², Leak=5.83 nW, Vert. Die Dim=174 µm, largest buffer count on any clock path=3, worst-path cell chain=ha_1 > nand4_1 > or2_2 > nor2_1 > xor2_1, fp util=0.511, Worst EP arrival=2.65 ns, highest clock rate=0.433 GHz, initial antenna violation count=0, Seq/Total Area, Yosys=0.719, TritonCTS Buffers=37, yosys stat area=0.0148 mm², outcome=completed, EDFF count, synth=256, OpenROAD warning count=27, Final Max Slew Viols=0, # Post-CTS Setup Buffers=0, FFs w/ async S/R, synth=0.218, post-route ant nets=0, worst path buffer plus inverter count=0, Distinct cells, synth=43, setup TNS=0 ns, n_diodes=0, fin crit share=0.578, synth cell count leaders=256 x edfxtp_1, 83 x dfrtp_1, 80 x mux4_2, ys cells=822
## cell usage in the layout (no fill, tap or decap), drive strengths merged, types with 4 or more instances in the layout
cell           Yosys  routed
clkdlybuf4s50      0      35
xnor2             18      18
buf               16      28
mux2              44      44
and3              12      12
a21oi             17      17
nor3              12      12
clkinv             0       9
nand2             33      33
edfxtp           256     256
dfxtp             42      42
o21ai             11      11
nor2b              4       4
or2                5       5
nand3             21      21
nand4             23      23
nor2              47      47
clkbuf            17      52
o31ai              5       5
dfrtp             83      83
nor4              10      10
ha                 6       6
xor2              22      22
or4                5       5
mux4              80      80
inv                7       6
or3               10      10
## stage by stage
step	power, W	utilization
after global routing	0.00998	0.582
after global placement	0.00635	0.543
after floorplan	0.00590	-
after detailed placement	0.00646	0.543
after CTS	0.00968	0.582
final	0.00957	0.582
## cell families after synthesis
| logic type | Yosys count | synth area share |
|---|---|---|
| adder cells (fa/ha/maj) | 6 | 0.00509 |
| AND/OR/NAND/NOR | 194 | 0.0697 |
| AND-OR/OR-AND | 36 | 0.0134 |
| buffers and inverters | 40 | 0.0129 |
| XOR/XNOR | 40 | 0.0237 |
| multiplexers | 125 | 0.156 |
| flip-flops | 381 | 0.719 |
## registers in the layout, summed over array words and instances, names as in the netlist
register and cells:
progLogic_1.addrwritecounter 4, LEDDriver_1.clkDivider 32, progLogic_1.addrWr 4, progLogic_1.wrEn 1
mem1R1W_1.dataRd 16, debounce_1.cnt 24, debounce_1.infirst 1, LEDDriver_1.slowClk 1
LEDDriver_1.addrRd 4, debounce_1.state 1, mem1R1W_1.array 256, progLogic_1.dataWr 16
LEDDriver_1.addrreadcounter 4, LEDDriver_1.outPattern 16, LEDDriver_1.flag 1
## power groups by stage
stage | logic [W] | clock network [W] | registers [W]
CTS | 0.000906 | 0.00329 | 0.00548
global route | 0.000969 | 0.00344 | 0.00557
finish | 0.000887 | 0.00322 | 0.00547
## worst register-to-register path, stage by stage (launching register included)
cell     delay (ns)
dfrtp_1        0.39
ha_1           0.22
nand4_1        0.22
or2_2          0.41
nor2_1         0.78
xor2_1         0.13
## final cells by class
class | instances | share of cell area
Tap cell | 384 | 0.0286
Multi-Input combinational cell | 401 | 0.237
Timing Repair Buffer | 63 | 0.0341
Clock buffer | 52 | 0.0591
Sequential cell | 381 | 0.631
Inverter | 7 | 0.00164
Clock inverter | 13 | 0.00819
## worst paths after layout
path | startpoint | end | slack, ns | depth (start not counted)
max reg2reg | LEDDriver_1.clkDivider[0] | LEDDriver_1.slowClk | 1.69 | 5
min reg2reg | LEDDriver_1.clkDivider[31] | LEDDriver_1.clkDivider[31] | 0.47 | 1
min in group asynchronous | rst | progLogic_1.dataWr[12] | 1.23 | 3
max in group asynchronous | rst | progLogic_1.dataWr[11] | 2.09 | 4
min | LEDDriver_1.clkDivider[31] | LEDDriver_1.clkDivider[31] | 0.47 | 1
max | LEDDriver_1.clkDivider[0] | LEDDriver_1.slowClk | 1.69 | 5
## per-layer routing
metal | vias to the layer above | share of wire | track usage
met5 | - | 0 | 0
met4 | 0 | 0.016 | 0.0311
met3 | 37 | 0.15 | 0.151
met2 | 369 | 0.45 | 0.293
met1 | 3646 | 0.38 | 0.315
li1 | 3375 | - | -
Power figures rest on the tool's default switching activity, not on a simulated workload.
